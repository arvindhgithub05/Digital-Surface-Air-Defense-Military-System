`/design/flow/design.v`:
```
`timescale 1ns / 1ps
module target_acq (
    input  wire         clk,               
    input  wire         reset_n,           
    input  wire [15:0]  x_in,              
    input  wire [15:0]  y_in,              
    input  wire         data_in_valid,     
    output wire         data_in_ready,     
    output wire [15:0]  x_out,             
    output wire [15:0]  y_out,             
    output wire         target_found,      
    output wire         data_out_valid,    
    input  wire         data_out_ready     
);
    parameter [15:0] TRACK_THRESHOLD = 16'd3;    
    parameter        LOCK_COUNT      = 4;        
    reg [15:0] prev_x;
    reg [15:0] prev_y;
    reg [15:0] prev_z;
    reg [15:0] x_buffer;
    reg [15:0] y_buffer;
    reg [15:0] z_buffer;
    reg [2:0]  lock_counter;          
    reg        buffer_valid;
    reg        target_acquired;
    wire [15:0] delta_x = (x_in > prev_x) ? (x_in - prev_x) : (prev_x - x_in);
    wire [15:0] delta_y = (y_in > prev_y) ? (y_in - prev_y) : (prev_y - y_in);
    wire [15:0] delta_z = (z_in > prev_z) ? (z_in - prev_z) : (prev_z - z_in);
    assign data_in_ready  = ~buffer_valid;       
    assign data_out_valid = buffer_valid;
    assign target_found   = target_acquired;
    assign x_out = x_buffer;
    assign y_out = y_buffer;
    assign z_out = z_buffer;
    always @(posedge clk or negedge reset_n) begin
        if (!reset_n) begin
            prev_x           <= 16'd0;
            prev_y           <= 16'd0;
            prev_z           <= 16'd0;
            x_buffer         <= 16'd0;
            y_buffer         <= 16'd0;
            z_buffer         <= 16'd0;
            lock_counter     <= 3'd0;
            buffer_valid     <= 1'b0;
            target_acquired  <= 1'b0;
        end else begin
            if (data_in_valid && ~buffer_valid) begin
                if ((delta_x <= TRACK_THRESHOLD) && (delta_y <= TRACK_THRESHOLD) && (delta_z <= TRACK_THRESHOLD))begin
                    if (lock_counter < LOCK_COUNT)
                        lock_counter <= lock_counter + 1'b1;
                    if (lock_counter + 1 >= LOCK_COUNT)
                        target_acquired <= 1'b1;
                end else begin
                    lock_counter    <= 3'd0;
                    target_acquired <= 1'b0;
                end
                prev_x <= x_in;
                prev_y <= y_in;
                prev_z <= z_in;
                x_buffer     <= x_in;
                y_buffer     <= y_in;
                z_buffer     <= z_in;
                buffer_valid <= 1'b1;
            end
            else if (buffer_valid && data_out_ready) begin
                buffer_valid <= 1'b0;
            end
        end
    end
endmodule
```
`/design/flow/run.sh`:
```
#!/bin/bash
# OpenROAD 26Q1-2900-gdf79404cd8, Yosys 0.63+post, stock flow scripts
make -C /OpenROAD-flow-scripts/flow DESIGN_CONFIG=/design/flow/config.mk WORK_HOME=/design/flow/orfs finish
```
`/design/flow/config.mk`:
```
export PLATFORM = sky130hd
export DESIGN_NAME = target_acq
export DESIGN_NICKNAME = target_acq
export VERILOG_FILES = /design/flow/design.v
export SDC_FILE = /design/flow/constraint.sdc
export NUM_CORES = 4
export LEC_CHECK = 1
export CORE_UTILIZATION = 30
```
`/design/flow/constraint.sdc`:
```
current_design target_acq

set clk_period 7.6
set clk_io_pct 0.2

create_clock -name clk0 -period $clk_period [get_ports {clk}]

set non_clock_inputs [all_inputs -no_clocks]
set_input_delay [expr $clk_period * $clk_io_pct] -clock clk0 $non_clock_inputs
set_output_delay [expr $clk_period * $clk_io_pct] -clock clk0 [all_outputs]
```
==> Slide: Implementation Results <==
Flow Results at a Glance

Outcome
  – Status: completed

Logic synthesis
  – Synthesized area: 0.00485 sq mm
  – Top post-synthesis cells by area: dfrtp_1, ha_1, o21ai_0
  – Flip-flops with a built-in enable: 0
  – Synth flops: 37
  – Synth Seq Share: 19.1%
  – Yosys cell count: 668
  – Avg Inst Size Synth: 7.26 sq um
  – Max-area cell share: 19.1%
  – Yosys cell types: 59
  – Synthesis Warnings: 4
  – Yosys Chip Area: 0.00485 sq mm
  – Asr flop ratio synth: 100%
  – Dominant register cell: dfrtp_1
  – Synth area leader: dfrtp_1
  – Syn Inst Count: 668

Power and ir drop
  – Clock network power share: 20.0%
  – Flop pwr share: 20.2%
  – Leakage: 0.00261 uW
  – Maximum vdd ir drop: 0.000129 V
  – Internal: 744 uW
  – Sw Pwr: 570 uW
  – Sw Ratio: 43.4%
  – Cell Pwr Density: 223 mW/mm^2
  – Logic pwr share: 59.8%

Global routing
  – Initial antenna violation count: 0
  – Gr usage total: 15.7%
  – Largest net degree at the start of global routing: 69
  – GRT overflow: 0
  – First-pass GRT wire length: 20,900 um
  – Vias in the first global route: 4,396

Layout
  – Fill cells: 1,680
  – Register Area: 926 sq um
  – Layout cells sized above 1: 3.21%
  – Area growth, synth to finish: 21.4%
  – Comb area: 0.00349 sq mm

STA
  – Setup Skew: 9.39 ps
  – RSZ-0062 raised after global routing: false
  – Max-slew violations: 0
  – Setup violators final: 0
  – Final Hold Viols: 0
  – Max_slew headroom: 58.9%
  – Worst slew pin tran: 616 ps
  – Crit share post-route: 66.0%
  – Final min period: 5010 ps
  – Fmax: 199 MHz
  – Final setup margin: 2590 ps
  – Fin Setup TNS: 0 ps

Drt
  – ANT cells: 0
  – WL/cell: 13.3 um
  – Drt drc: 0
  – Via-to-Cell Ratio: 4.98
  – DR iter-0 viols: 308
  – Routed via count: 4,651
  – ANT nets after route: 0
  – Final wirelength: 12,400 um
  – Drt pass-1 iters: 5

Place
  – Pre-CTS WS: 2260 ps
  – GP Congestion: 0.942
  – Port bufs: 70
  – Post-DP HPWL: 9690 um

Clocking
  – Clock root buffer: clkbuf_16
  – Latency at later pin: 300 ps
  – Clock Sinks: 37
  – H-tree levels: 2
  – TritonCTS buffer count: 5
  – CTS max path bufs: 2
  – PostCTS Resize Cnt: 0
  – Post-CTS Hold Fix Bufs: 0
  – Post-CTS Setup Bufs: 0
  – CTS clk-pin slew, worst paths: 70 ps
  – CTS tree: done

Setup path
  – Reg-to-reg setup timing slack: 3850 ps
  – Critical Path Source Type: input pin
  – Required time of the critical path: 7830 ps
  – RR Startpoint: prev_x[0]$_DFFE_PN0P_
  – Crit path max fanout: 5
  – CP endpoint kind: flop
  – Length in cells of the worst reg-to-reg path: 13
  – Reg2reg end: lock_counter[0]$_DFFE_PN0P_
  – WP data arrival: 5240 ps
  – Crit Path Class: in -> reg

Floorplan
  – Chip height: 129 um
  – Chip area: 0.0167 sq mm
  – Die width: 129 um
  – Io pins: 71
  – Fp_density: 30.6%
  – Num rows: 46
  – CORE AREA: 0.0158 sq mm

Job
  – Max Cap Violations: 0
  – Tool Warnings: 59

Hold path
  – Worst Hold Path EP: target_acquired$_DFFE_PN0P_
  – Hold depth: 2
  – Worst hold path type: reg -> reg
  – HP Start: target_acquired$_DFFE_PN0P_
==> sequential cells by signal, summed over array words and instances (netlist names) <==
register	flops
buffer_valid	1
lock_counter	3
prev_x	16
target_acquired	1
y_buffer	16
==> logic make-up after synthesis <==
| group | synth area share, % |
|---|---|
| AND-OR/OR-AND | 27.6 |
| XOR/XNOR | 4.34 |
| adder cells (fa/ha/maj) | 17.9 |
| buffers and inverters | 9.09 |
| flip-flops | 19.1 |
| multiplexers | 0.620 |
| AND/OR/NAND/NOR | 21.4 |
==> power groups by stage <==
stage | clock network, uW | registers, uW | logic [uW]
after CTS | 271 | 267 | 790
after global routing | 275 | 271 | 889
final | 262 | 265 | 786
==> final cells by class <==
type	count	share of cell area (%)
Multi-Input combinational cell	516	59.3
Sequential cell	37	15.7
Timing Repair Buffer	72	12.1
Inverter	84	5.36
Tap cell	216	4.59
Clock buffer	7	2.42
Clock inverter	1	0.510
==> layout by cell type, fill, tap and decap left out, types with 8 or more instances in the layout <==
cell type        instances
xor2_1                   9
dfrtp_1                 37
nor2b_1                  8
nor2_1                  49
a21o_1                  13
a211oi_1                13
a21oi_1                 47
inv_1                   84
nor3_1                   9
nand2b_1                12
o21ai_0                 74
nand4_1                 10
xnor2_1                 15
nand2_1                 70
ha_1                    63
nand3_1                 15
clkdlybuf4s50_1         69
==> critical path, cell delays in order <==
cell and delay, ps:
clkdlybuf4s50_1 450, inv_1 80, ha_1 150, inv_1 50, fa_1 400, a21o_1 220
a221oi_4 260, o21ai_2 130, a211o_1 320, and2_1 160, or4_1 490, o32a_1 330
nor4_4 340, nand3_2 150, o211ai_2 170
==> metrics by stage <==
stage	utilization, %	instance area, sq um	hold WS, ps	total power [uW]	instances
floorplan	-	4850	470	819	668
global placement	36.1	5710	512	1060	925
detailed placement	36.1	5710	522	1050	925
CTS	37.2	5880	530	1330	933
global route	37.2	5880	603	1440	933
finish	37.2	5880	527	1310	933
==> worst max path at each step <==
stage | from | endpoint | depth (start not counted)
6_report | x_in[0] | lock_counter[0]$_DFFE_PN0P_ | 15
5_1_grt | x_in[0] | target_acquired$_DFFE_PN0P_ | 15
4_1_cts | x_in[0] | lock_counter[0]$_DFFE_PN0P_ | 15
==> cells in the mapped netlist, types with 4 or more instances <==
library cell	n
a2111oi_0	6
a211o_1	4
a211oi_1	13
a21o_1	13
a21oi_1	47
a31oi_1	7
and2_1	6
buf_2	7
clkbuf_1	21
dfrtp_1	37
fa_1	4
ha_1	63
inv_1	84
nand2_1	70
nand2b_1	12
nand3_1	15
nand4_1	10
nor2_1	49
nor2b_1	9
nor3_1	9
nor3b_1	5
nor4_1	7
o211ai_1	6
o21a_1	4
o21ai_0	74
o21bai_1	5
or2_2	5
or3_1	5
xnor2_1	15
xor2_1	9
==> metal layers <==
metal | up-vias | share of wire (%) | track usage [%] | wire length [um]
met5 | - | 0 | 0 | 0
met4 | 0 | 1.6 | 2.56 | 204
met3 | 14 | 3.2 | 1.72 | 396
met2 | 85 | 48 | 27.2 | 5910
met1 | 2133 | 48 | 21.5 | 5900
li1 | 2419 | - | - | -
Power is estimated from default activity; no workload was simulated.
