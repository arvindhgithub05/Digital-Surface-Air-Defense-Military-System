==> flow/design.v <==
`timescale 1ns / 1ps
module coord_cleaner (
    input  wire         clk,             
    input  wire         reset_n,         
    input  wire [15:0]  x_in,            
    input  wire [15:0]  y_in,            
    input  wire [15:0]  z_in,            
    input  wire         data_in_valid,   
    output wire         data_in_ready,   
    output wire [15:0]  x_out,           
    output wire [15:0]  y_out,           
    output wire [15:0]  z_out,           
    output wire         data_out_valid,  
    input  wire         data_out_ready   
);   
    parameter [15:0] THRESHOLD_X = 16'd4;
    parameter [15:0] THRESHOLD_Y = 16'd4;
    parameter [15:0] THRESHOLD_Z = 16'd4;
    reg [15:0] prev_x;
    reg [15:0] prev_y;
    reg [15:0] prev_z;
    reg [15:0] x_buffer;
    reg [15:0] y_buffer;
    reg [15:0] z_buffer;
    reg        buffer_valid;   
    wire [15:0] delta_x = (x_in > prev_x) ? (x_in - prev_x) : (prev_x - x_in);
    wire [15:0] delta_y = (y_in > prev_y) ? (y_in - prev_y) : (prev_y - y_in);
    wire [15:0] delta_z = (z_in > prev_z) ? (z_in - prev_z) : (prev_z - z_in);
    assign data_in_ready = ~buffer_valid;
    always @(posedge clk or negedge reset_n) begin
        if (!reset_n) begin
            prev_x       <= 16'd0;
            prev_y       <= 16'd0;
	    prev_z       <= 16'd0;
            x_buffer     <= 16'd0;
            y_buffer     <= 16'd0;
            z_buffer     <= 16'd0;
            buffer_valid <= 1'b0;
        end else begin
            if (data_in_valid && ~buffer_valid) begin
                if ((delta_x <= THRESHOLD_X) && (delta_y <= THRESHOLD_Y) && (delta_z <= THRESHOLD_Z)) begin
                    x_buffer     <= x_in;
                    y_buffer     <= y_in;
                    z_buffer     <= z_in;
                    buffer_valid <= 1'b1;
                    prev_x       <= x_in;
                    prev_y       <= y_in;
		            prev_z       <= z_in;
                end
                else begin
		            x_in = prev_x;
		            y_in = prev_y;
		            z_in = prev_z;
		        end
            end
            else if (buffer_valid && data_out_ready) begin
                buffer_valid <= 1'b0;
            end
        end
    end
    assign x_out          = x_buffer;
    assign y_out          = y_buffer;
    assign z_out          = z_buffer;
    assign data_out_valid = buffer_valid;
endmodule
==> flow/run.sh <==
#!/bin/bash
# OpenROAD 26Q1-2900-gdf79404cd8, Yosys 0.63+post, stock flow scripts
make -C /OpenROAD-flow-scripts/flow DESIGN_CONFIG=/design/flow/config.mk WORK_HOME=/design/flow/orfs finish
==> flow/config.mk <==
export PLATFORM = sky130hd
export DESIGN_NAME = coord_cleaner
export DESIGN_NICKNAME = coord_cleaner
export VERILOG_FILES = /design/flow/design.v
export SDC_FILE = /design/flow/constraint.sdc
export NUM_CORES = 4
export LEC_CHECK = 1
export CORE_UTILIZATION = 40
==> flow/constraint.sdc <==
current_design coord_cleaner

set clk_period 28.7
set clk_io_pct 0.2

create_clock -name clk0 -period $clk_period [get_ports {clk}]

set non_clock_inputs [all_inputs -no_clocks]
set_input_delay [expr $clk_period * $clk_io_pct] -clock clk0 $non_clock_inputs
set_output_delay [expr $clk_period * $clk_io_pct] -clock clk0 [all_outputs]
==> flow_summary.toml <==
# flow metrics
[synthesis]
synthDominantCellAreaShare_pct = 23.5
ys_cells = 1055
synth.most_common_cell = "inv_1"
yosysChipArea_um2 = 10300
synth_flops = 145
area_leaders = "dfrtp_1, edfxtp_1, ha_1, mux2i_1, mux2_1"
ys_seq_share_pct = 37.4
top_area_cell = "dfrtp_1"
ys_warn_count = 4
yosys-top-cells-count = "inv_1, mux2i_1, dfrtp_1"
synth_cell_types = 65
ys.flop_type = "dfrtp_1"
synth-edff-count = 48
async_reset_ff_share_pct = 66.9

[outcome]
tool.error = "ERROR: Found 48 problems in 'check -assert'."
lastStage = "1_2_yosys"
status = "stopped before the end"
## kinds of logic after synthesis
logic type / synth area share (%)
AOI/OAI and AO/OA: 16.2
xor gates and xnor gates: 2.79
adders and majority gates: 11.2
buffers and inverters: 6.11
DFF: 37.4
muxes: 15.6
and+or+nand+nor: 10.7
