==> design.v <==
`timescale 1ps/1ps
module tracker_core (
    input  wire         clk,
    input  wire         reset_n,
    input  wire         lock_active,       
    input  wire [15:0]  x_in,              
    input  wire [15:0]  y_in,              
    input  wire [15:0]  z_in,              
    input  wire         data_in_valid,     
    output wire         data_in_ready,     
    output wire [15:0]  x_curr,            
    output wire [15:0]  y_curr,            
    output wire [15:0]  z_curr,            
    output wire [15:0]  x_pred,            
    output wire [15:0]  y_pred,            
    output wire [15:0]  z_pred,            
    output wire         data_out_valid,    
    input  wire         data_out_ready,    
    output wire         target_moving      
);
    parameter [15:0] VELOCITY_THRESHOLD = 16'd2;
    reg [15:0] prev_x;
    reg [15:0] prev_y;
    reg [15:0] prev_z;
    reg [15:0] dx;
    reg [15:0] dy;
    reg [15:0] dz;
    reg [15:0] x_reg;
    reg [15:0] y_reg;
    reg [15:0] z_reg;
    reg [15:0] x_predict;
    reg [15:0] y_predict;
    reg [15:0] z_predict;
    reg        buffer_valid;
    wire [15:0] delta_x = (x_in > prev_x) ? (x_in - prev_x) : (prev_x - x_in);
    wire [15:0] delta_y = (y_in > prev_y) ? (y_in - prev_y) : (prev_y - y_in);
    wire [15:0] delta_z = (z_in > prev_z) ? (z_in - prev_z) : (prev_z - z_in);
    assign target_moving = (delta_x >= VELOCITY_THRESHOLD) || (delta_y >= VELOCITY_THRESHOLD) || (delta_z >= VELOCITY_THRESHOLD);
    assign data_in_ready  = ~buffer_valid && lock_active;
    assign data_out_valid = buffer_valid;
    assign x_curr = x_reg;
    assign y_curr = y_reg;
    assign z_curr = z_reg;
    assign x_pred = x_predict;
    assign y_pred = y_predict;
    assign z_pred = z_predict;
    always @(posedge clk or negedge reset_n) begin
        if (!reset_n) begin
            prev_x        <= 16'd0;
            prev_y        <= 16'd0;
            prev_z        <= 16'd0;
            dx            <= 16'd0;
            dy            <= 16'd0;
            dz            <= 16'd0;
            x_reg         <= 16'd0;
            y_reg         <= 16'd0;
            z_reg         <= 16'd0;
            x_predict     <= 16'd0;
            y_predict     <= 16'd0;
            z_predict     <= 16'd0;
            buffer_valid  <= 1'b0;
        end else begin
            if (data_in_valid && data_in_ready) begin
                dx <= x_in - prev_x;
                dy <= y_in - prev_y;
                dy <= z_in - prev_z;
                x_reg <= x_in;
                y_reg <= y_in;
                z_reg <= z_in;
                x_predict <= x_in + dx;
                y_predict <= y_in + dy;
                z_predict <= z_in + dz;
                prev_x <= x_in;
                prev_y <= y_in;
                prev_z <= z_in;
                buffer_valid <= 1'b1;
            end else if (buffer_valid && data_out_ready) begin
                buffer_valid <= 1'b0;  
            end
        end
    end
endmodule
==> run.sh <==
#!/bin/bash
# OpenROAD 26Q1-2900-gdf79404cd8, Yosys 0.63+post, stock flow scripts
make -C /OpenROAD-flow-scripts/flow DESIGN_CONFIG=/design/flow/config.mk WORK_HOME=/design/flow/orfs finish
==> config.mk <==
export PLATFORM = sky130hd
export DESIGN_NAME = tracker_core
export DESIGN_NICKNAME = tracker_core
export VERILOG_FILES = /design/flow/design.v
export SDC_FILE = /design/flow/constraint.sdc
export NUM_CORES = 4
export LEC_CHECK = 1
export CORE_UTILIZATION = 30
==> constraint.sdc <==
current_design tracker_core

set clk_period 6.1
set clk_io_pct 0.2

create_clock -name clk0 -period $clk_period [get_ports {clk}]

set non_clock_inputs [all_inputs -no_clocks]
set_input_delay [expr $clk_period * $clk_io_pct] -clock clk0 $non_clock_inputs
set_output_delay [expr $clk_period * $clk_io_pct] -clock clk0 [all_outputs]
==> results.yml <==
# generated from flow reports
sta:
  finalMaxSlewViolations: 0
  rsz0062_at_grt: "false"
  fmax_mhz: 170.6
  setup_viol: 0
  finalHoldViolations: 0
  finClkSkew_ns: 0.01074
  worstMarginPinSlew_ns: 0.7830
  timing.hold.ws_ns: 0.4799
  fin_crit_sh_pct: 96.11
  fin_crit_ns: 5.863
  relSlewSlack_pct: 47.62
die:
  coreArea_sq_mm: 0.03370
  rows: 67
  chipArea_sq_mm: 0.03522
  fp_util_pct: 30.69
  die_width_um: 187.7
  die_h_um: 187.7
  io_pins: 152
min_path:
  min_path_type: "reg2reg"
logic_synthesis:
  synth-area-yosys_sq_mm: 0.01034
  netlist_instances: 1292
  yosysTopAreaCellShare_pct: 27.34
  ys_ff: 113
  yosys_warnings: 1
  synth_seq_share_pct: 27.34
  synth_dominant_cell_count: "nand2_1"
  top_area_cell: "dfrtp_1"
  area_leaders: "dfrtp_1 27%, ha_1 15%, o21ai_0 6.6%"
  syn_avg_cell_area_sq_um: 8.004
  ys_types: 71
  edf_count: 0
  syn_area_sq_mm: 0.01034
  ys_async_sr_fraction_pct: 100.0
  yosys_cells: 1292
  ff_type: "dfrtp_1"
  synth.top_cells.by_count: "160 x nand2_1, 136 x inv_1, 136 x o21ai_0"
setup_path:
  crit_slowest_cell: "clkdlybuf4s50_1"
  path_delay_family: "AND-OR/OR-AND gates"
  crit_type: "in2out"
  cp-end-kind: "output pin"
  path_cells: "clkdlybuf4s50_1 -> buf_4 -> inv_1 -> ha_1 -> inv_1 -> fa_1 -> a211o_1 -> a211o_1 -> a31o_2 -> a21oi_1 -> xnor2_1 -> nor3b_1 -> nand4_1 -> a21oi_2 -> o211ai_1 -> dlygate4sd2_1"
  cp.required_ns: 4.88
  cp-start-kind: "input port"
  critPathMaxStageDelay_ns: 0.44
  crit_path_max_fanout: 3
  worst-endpoint-arrival_ns: 4.64
  cp_num_buf_inv: 5
detailed_routing:
  diodes: 0
  avgViaCountPerCell: 4.930
  wire_per_inst_um: 15.99
  drtPass1Iterations: 5
  vias: 9693
  ant_nets: 0
  route.detailed.drc: 0
  wl_um: 31430
  drtIter0Drc: 647
clock_network:
  numCtsBuffers: 17
  cts_root_buffer: "clkbuf_16"
  clock_latency_ns: 0.43
  clockBufferDepth: 2
  clock_sinks: 113
  clkTransAtPathRegs_ns: 0.06
  cts_hold_buf: 0
  postCtsSetupRepairBufs: 0
  cts_tree: "yes"
  htreeDepth: 4
global_routing:
  grt_pass1_wl_um: 50540
  overflow: 0
  grt_busiest_layer: "met1"
  track_usage_pct: 18.36
  grtUsageMet1_pct: 29.22
  use_met2_pct: 26.82
  grt_pass1_vias: 9240
  use_met3_pct: 3.818
  grt_max_degree: 70
  antenna_found_initial: 0
pwr:
  vdd_ir_drop_max_uv: 195.0
  fin_total_pwr_uw: 4959
  p_leak_uw: 0.006262
  p_per_area_mw_per_mm2: 364.9
finish:
  drive_above_1_share_pct: 12.12
  postLayoutCoreUtil_pct: 40.32
  syn_to_final_growth_pct: 31.41
placement:
  dp_hpwl_um: 24790
  gp_congestion: 0.9147
  portBuffers: 151
run:
  tool_warnings: 70
  drv_cap: 0
outcome:
  status: "finished clean"
## cell type report
| type | instances | area (sq um) |
|---|---|---|
| Clock buffer | 18 | 439.2 |
| Timing Repair Buffer | 267 | 2379 |
| Clock inverter | 14 | 178.9 |
| Sequential cell | 113 | 2828 |
| Multi-Input combinational cell | 970 | 6694 |
| Fill cell | 3335 | 20110 |
| Inverter | 136 | 510.5 |
| Tap cell | 448 | 560.5 |
## power breakdown
group | total [uW] | internal, uW | switching (uW)
clock network | 1090 | 660 | 433
logic | 2660 | 1320 | 1340
registers | 1210 | 1000 | 202
total | 4960 | 2990 | 1970
## worst paths after layout
kind	cells after the start	start	slack, ns	end
max	16	x_in[0]	0.24	target_moving
min in group asynchronous	1	reset_n	0.77	x_predict[4]
min reg2reg	2	x_predict[11]	0.48	x_predict[11]
min	2	x_predict[11]	0.48	x_predict[11]
max reg2reg	10	dy[1]	3.07	y_predict[15]
max in group asynchronous	2	reset_n	4.25	y_reg[5]
## stage by stage
step                      std cells  setup TNS [ns]  area, sq um  setup slack (ns)
final                          1966               0        13590            0.2371
after global routing           1966               0        13590          0.006279
after CTS                      1966               0        13590            0.1168
after detailed placement       1934         -0.2241        12940           -0.2241
after global placement         1934         -0.2333        12940           -0.2333
after floorplan                1292               0        10340             1.236
## worst reg2reg max path, cell delays in order (launching register included)
cell and delay [ns]:
dfrtp_1 0.37, ha_1 0.27, a21o_1 0.15, a21o_1 0.21
a2111oi_1 0.55, nor4b_1 0.16, o31ai_1 0.52, o2111ai_1 0.20
a21oi_1 0.21, xnor2_1 0.17, o21ai_1 0.08
## per-layer routing
metal  vias to the layer above  share of wire [%]
met5                         -                  0
li1                       4927                  -
met3                        15                5.9
met2                       267                 42
met4                         0               0.83
met1                      4484                 51
## kinds of logic (layout without fill, tap and decap cells)
group,after synthesis,in the layout,synth area share (%)
xor+xnor,69,69,5.844
buf+inv,209,435,8.252
simple gates,364,364,16.90
compound gates,388,388,23.34
flops,113,113,27.34
mux,18,18,1.888
fa+ha+maj,131,131,16.43
## repair_timing
action,in CTS,in global routing
pin swaps,4,3
resized,8,1
endpoints found under the setup margin,1,1
## cell usage in the layout (no fill, tap or decap), types with 21 or more instances in the layout
cell type and count:
nand3_1 24, dfrtp_1 113, a21oi_1 87, nor3_1 21, a21o_1 27, nor2_1 50, inv_1 136, xor2_1 29
nand2_1 159, buf_4 117, ha_1 122, o21ai_0 136, clkdlybuf4s50_1 149, xnor2_1 40
Power and IR drop assume default switching activity.
